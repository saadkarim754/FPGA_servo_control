File: ./config.mk
export PLATFORM = sky130hd
export DESIGN_NAME = dual_axis_servo_uart_v5
export DESIGN_NICKNAME = dual_axis_servo_uart_v5
export VERILOG_FILES = /design/flow/design.v
export SDC_FILE = /design/flow/constraint.sdc
export NUM_CORES = 4
export LEC_CHECK = 1
export CORE_UTILIZATION = 30
File: ./constraint.sdc
current_design dual_axis_servo_uart_v5

set clk_period 6.1
set clk_io_pct 0.2

create_clock -name clk0 -period $clk_period [get_ports {clk50mhz}]

set non_clock_inputs [all_inputs -no_clocks]
set_input_delay [expr $clk_period * $clk_io_pct] -clock clk0 $non_clock_inputs
set_output_delay [expr $clk_period * $clk_io_pct] -clock clk0 [all_outputs]
File: ./design.v
`timescale 1ns / 1ps
module dual_axis_servo_uart_v5(
    input clk50mhz,
    input uart_rx,
    output reg servo_x,      
    output reg servo_y1,     
    output reg servo_y2      
);
    parameter CLK_FREQ   = 50000000;
    parameter BAUD_RATE  = 9600;
    parameter BAUD_TICK  = CLK_FREQ / BAUD_RATE;
    reg [12:0] baud_cnt = 0;
    reg [3:0] bit_cnt = 0;
    reg [9:0] rx_shift = 10'b1111111111;
    reg receiving = 0;
    reg [7:0] rx_data = 0;
    reg data_ready = 0;
    reg [7:0] x_target = 8'd192;
    reg [7:0] y_target = 8'd192;
    reg [7:0] x_position = 8'd192;
    reg [7:0] y_position = 8'd192;
    reg [7:0] x_prev = 8'd192;
    reg [7:0] y_prev = 8'd192;
    reg [15:0] smooth_cnt = 0;
    reg [19:0] pwm_cnt = 0;
    reg state_waiting = 0;   
    always @(posedge clk50mhz) begin
        data_ready <= 0;
        if (!receiving) begin
            if (uart_rx == 0) begin
                receiving <= 1;
                baud_cnt <= BAUD_TICK / 2;
                bit_cnt <= 0;
            end
        end else begin
            if (baud_cnt == 0) begin
                baud_cnt <= BAUD_TICK - 1;
                rx_shift <= {uart_rx, rx_shift[9:1]};
                bit_cnt <= bit_cnt + 1;
                if (bit_cnt == 9) begin
                    receiving <= 0;
                    rx_data <= rx_shift[8:1];
                    data_ready <= 1;
                end
            end else begin
                baud_cnt <= baud_cnt - 1;
            end
        end
    end
    always @(posedge clk50mhz) begin
        if (data_ready) begin
            if (state_waiting == 0) begin
                if (rx_data != x_prev) begin
                    x_target <= rx_data;
                    x_prev <= rx_data;
                end
            end else begin
                if (rx_data != y_prev) begin
                    y_target <= rx_data;
                    y_prev <= rx_data;
                end
            end
            state_waiting <= ~state_waiting;
        end
    end
    always @(posedge clk50mhz) begin
        if (smooth_cnt >= 16'd25000) begin
            smooth_cnt <= 0;
            if (x_position < x_target) x_position <= x_position + 1;
            else if (x_position > x_target) x_position <= x_position - 1;
            if (y_position < y_target) y_position <= y_position + 1;
            else if (y_position > y_target) y_position <= y_position - 1;
        end else begin
            smooth_cnt <= smooth_cnt + 1;
        end
    end
    always @(posedge clk50mhz) begin
        if (pwm_cnt >= 20'd999_999)
            pwm_cnt <= 0;
        else
            pwm_cnt <= pwm_cnt + 1;
    end
    wire [19:0] pulse_width_x = 20'd50000 + x_position * 20'd196;
    wire [19:0] pulse_width_y = 20'd50000 + y_position * 20'd196;
    always @(posedge clk50mhz) begin
        servo_x  <= (pwm_cnt < pulse_width_x);  
        servo_y1 <= (pwm_cnt < pulse_width_y);  
        servo_y2 <= (pwm_cnt < pulse_width_y);  
    end
endmodule
File: ./run.sh
#!/bin/bash
# OpenROAD 26Q1-2900-gdf79404cd8, Yosys 0.63+post, stock flow scripts
make -C /OpenROAD-flow-scripts/flow DESIGN_CONFIG=/design/flow/config.mk WORK_HOME=/design/flow/orfs finish
==> run notes <==
The flow ran to the end, and the final reports show no timing, DRC or antenna violations. The die extent in x is 157 um.

Ranked by total cell area, the synthesized netlist is headed by edfxtp_1 (28%), ha_1 (20%), dfxtp_1 (11%), xnor2_1 (6.8%), xor2_1 (5.0%). Sequential cells were found to cover 39.0% of the synthesized design area. Detailed placement reports a standard cell area of 7640 um2.

The tools report the deepest level of the CTS H-tree as 3. The count of instances resized after the clock tree is built was 0. On the critical path, the stage with the largest delay is an instance of edfxtp_1. Setup repair after global routing left no endpoint under its margin. Warnings raised by the tools during the run amount to 30. Counting every instance in the synthesized netlist gives 682. Depth of the worst register-to-register path: 16. The sum of buffers and inverters on the critical path is 1. For reference, the placement row count at floorplan is 56.

Per the run report, area growth between synthesis and finish was 9.87%. Counting distinct cell types in the post-synthesis netlist gives 54. The longest individual stage delay on the worst path is 0.50 ns. According to the I/O placement log, the pin count is 5. The launch point of the worst register-to-register path is recorded as y_position[1]. Per the detail_route report, routed wire per instance is 11.3 um.

TritonCTS built the clock tree. The most used cell along the critical path was ha_1. In this run the full chip footprint comes out at 24700 um2. For this run the top cell type by instance count after synthesis was ha_1.

The final sum of negative setup slack came out at 0 ns. Of the post-synthesis cell area, the dominant cell type holds 27.9%. The mean post-synth cell area was 10.6 um2. In this run the critical path is formed by ha_1, fa_1, ha_1, ha_1, inv_1, fa_1, xnor2_1, a21boi_0, nand3_1, xnor2_1, ha_1, a21o_1, a21o_1, a21oi_1, o211ai_1, a311oi_1.

The synthesis report gives the async set-or-reset register share as 0%. For the overall routing resource usage, the log shows 10.1%. Hold path startpoint: rx_shift[1].

The timing report attributes the biggest portion of critical-path delay to adder cells. Entering global routing, the biggest net connects 20 pins. The post-detailed-routing wire length is 11.5 mm.

After floorplanning, the core was sized to cover 23500 um2. From bottom edge to top edge, the die measures 157 um. After detailed routing, the number of remaining DRC violations is 0. The number of cells traversed by the worst hold path was 0. Looking at the clock tree report, the maximum root-to-sink buffer count equals 2. Excluding fillers, the count of instances in the completed layout stands at 1017. With the register-to-register path setup slack at 1.70 ns, the number of maximum-capacitance violations is 0.

Cell at the root of the clock tree: clkbuf_16. The type of origin of the critical path was a flip-flop.

After its last routability iteration, the placer logged a weighted congestion of 0.816. Yosys reported a register bit count of 107. The tools report the yosys synthesis warning count as 1. The detailed-route via count was 4606. Looking at the setup timing report, the critical path kind is flip-flop to flip-flop. The tools report the critical path arrival as 4.65 ns.

Per the Yosys statistics, synthesis produced 682 cells. Clock slew at the register clock pins of the worst setup and hold paths: 0.07 ns. The run gives 0 for the final setup violation count. The mapped netlist covers 7210 um2.

The first global-routing pass estimated 19.8 mm of wire. The synthesized design contains 67 enable-type register cells. The number of detailed-routing iterations run before antenna repair was 4. Summed over all instances, the cell type with the most area after synthesis is edfxtp_1.

Number of cells after detailed placement: 1002. Hold timing on the final database bottoms out at a slack of 0.423 ns. STA classifies the critical path endpoint as a flip-flop. The tools report the end point of the most critical hold path as rx_data[0].

The detailed-route vias per instance was 4.53; the post-detailed-placement half-perimeter wirelength was 8.68 mm. The endpoint of the lowest-slack register-to-register path was servo_y2. With the via count of the first global-routing pass at 4323, the final critical delay including setup and external delays is 4.40 ns. The count of routing violations after the opening detailed-route iteration was 126; the count of input and output buffers was 4. The proportion of layout cells with a drive suffix above 1 came out at 4.01%.

The final timing summary puts the cycle share of the worst path at 72.1%. The total CTS buffers came out at 9. Path category of the worst min-delay check: flip-flop to flip-flop.

Ranked by instance count, the synthesized netlist is headed by ha_1 (118), edfxtp_1 (67), nor2_1 (56), xnor2_1 (56), inv_1 (44). Maximum fanout along the worst path: 6. The flow reports an fmax of 0.227 GHz. After routing the design area is 7930 um2.

The number of pins with negative max-slew slack in the final report was 0; the transition at the pin with the smallest max-transition slack was 0.827 ns. Starting density of the core: 30.6%. The run gives 107 for the CTS sink count.

After global routing the overflow that remains totals 0. In the routed netlist, the antenna diode instances number 0. Across all checked pins, the minimum headroom to the slew limit is 44.8%. The yosys synthesis chip area is 7210 um2, and the clock skew is 0.00998 ns. The commonest register cell is edfxtp_1. For the worst setup path, the data required time is 6.36 ns. The run gives 0.35 ns for the later-pin clock latency in the skew report. The initial antenna violation count is 0, and the number of hold violations in the final report is 0. The setup fix buffers added after clock tree synthesis was 0. Buffers inserted to repair hold after CTS numbered 0.

The run gives 0 for the count of antenna-violating nets left after detailed routing.
==> stage by stage <==
stage	utilization [%]	setup WS (ns)
after CTS	33.7	1.66
after global placement	32.5	1.81
after detailed placement	32.5	1.69
after floorplan	-	2.00
after global routing	33.7	1.36
final	33.7	1.70
==> layer usage <==
metal / track usage [%] / up-vias / wire length [um]
met3: 2.44 / 6 / 374
met5: 0 / - / 0
met1: 15.0 / 2091 / 6020
li1: - / 2480 / -
met2: 15.9 / 29 / 5020
met4: 0.740 / 0 / 99
==> cells by family (layout without fill, tap and decap cells) <==
kind of cell | count (synthesis) | in the layout | synth area share [%]
other cells | 1 | 1 | 0.0520
buf+inv | 49 | 65 | 2.62
fa+ha+maj | 126 | 126 | 22.7
simple gates | 193 | 193 | 14.0
mux | 1 | 1 | 0.139
flops | 107 | 107 | 39.0
compound gates | 108 | 108 | 9.71
xor+xnor | 97 | 97 | 11.8
==> worst max path at each step <==
stage	startpoint	endpoint	slack, ns	cells after the start
finish	y_position[1]	servo_y2	1.70	16
global route	y_position[1]	servo_y2	1.36	16
CTS	y_position[1]	servo_y2	1.66	16
==> registers in the layout, summed over array words and instances, names as in the netlist, 8 cells and up <==
name        flops
baud_cnt       13
pwm_cnt        20
rx_data         8
rx_shift        9
smooth_cnt     16
x_position      8
x_target        8
y_position      8
y_target        8
==> area by class of cell <==
class | instances | area (um2)
clock buffers | 9 | 225
clock inverters | 6 | 56.3
fillers | 2407 | 15600
inverters | 44 | 165
multi-input cells | 526 | 4210
flip-flops and latches | 107 | 2810
well taps | 319 | 399
repair buffers | 6 | 55.1
==> worst reg2reg max path: cells and delay by family (launching register included) <==
| kind | cells | cell delay [ns] |
|---|---|---|
| xor gates and xnor gates | 2 | 0.40 |
| buffers and inverters | 1 | 0.05 |
| DFF | 1 | 0.50 |
| and+or+nand+nor | 1 | 0.16 |
| adders and majority gates | 6 | 1.97 |
| AOI/OAI and AO/OA | 6 | 1.22 |
==> layout by cell type, fill, tap and decap left out, types with 9 or more instances in the layout <==
cell	instances
ha_1	118
edfxtp_1	67
nor2_1	56
xnor2_1	56
inv_1	44
xor2_1	41
dfxtp_1	40
a21oi_1	35
nand3_1	29
nand2_1	24
a21o_1	23
nor2b_1	15
nand4_1	14
o21ai_0	13
nor3_1	9
clkbuf_16	9
