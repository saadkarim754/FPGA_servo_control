`flow/config.mk`:
```
export PLATFORM = sky130hd
export DESIGN_NAME = top_v2
export DESIGN_NICKNAME = top_v2
export VERILOG_FILES = /design/flow/design.v
export SDC_FILE = /design/flow/constraint.sdc
export NUM_CORES = 4
export LEC_CHECK = 1
export CORE_UTILIZATION = 40
```
`flow/constraint.sdc`:
```
current_design top_v2

set clk_period 4.6
set clk_io_pct 0.2

create_clock -name clk0 -period $clk_period [get_ports {mclk}]

set non_clock_inputs [all_inputs -no_clocks]
set_input_delay [expr $clk_period * $clk_io_pct] -clock clk0 $non_clock_inputs
set_output_delay [expr $clk_period * $clk_io_pct] -clock clk0 [all_outputs]
```
`flow/design.v`:
```
`timescale 1ns / 1ps
module top_v2(
    input mclk,          
    input sw0,           
    input sw1,           
    output Led,    
    output servo         
);
parameter MIN_PULSE = 16'd0;         
parameter MAX_PULSE = 16'd50000;     
parameter MID_PULSE = 16'd25000;
reg [19:0] pwm_counter = 0;
reg servo_reg = 0;
reg [15:0] control = 0;        
reg [25:0] hz_counter = 0;     
reg clk_1hz = 0;
reg clk_1hz_prev = 0;          
reg toggle = 1;                
always @(posedge mclk) begin
    if (hz_counter >= 26'd24_999) begin
        hz_counter <= 0;
        clk_1hz <= ~clk_1hz;
    end else begin
        hz_counter <= hz_counter + 1;
    end
end
always @(posedge mclk) begin
    clk_1hz_prev <= clk_1hz;
    if (clk_1hz_prev == 0 && clk_1hz == 1) begin
        if (sw0 && control < MAX_PULSE)
            control <= control + 1000;
        else if (sw1 && control > MIN_PULSE)
            control <= control - 1000;
        if (sw0) toggle <= 1;
        else if (sw1) toggle <= 0;
    end
end
always @(posedge mclk) begin
    if (pwm_counter == 20'd999_999)
        pwm_counter <= 0;
    else
        pwm_counter <= pwm_counter + 1;
    if (pwm_counter < (20'd50000 + control))
        servo_reg <= 1;
    else
        servo_reg <= 0;
end
assign Led= toggle;
assign servo  = servo_reg;
endmodule
```
`flow/run.sh`:
```
#!/bin/bash
# OpenROAD 26Q1-2900-gdf79404cd8, Yosys 0.63+post, stock flow scripts
make -C /OpenROAD-flow-scripts/flow DESIGN_CONFIG=/design/flow/config.mk WORK_HOME=/design/flow/orfs finish
```
==> run notes <==
Notes on the physical implementation.

- CTS reports a maximum clock tree buffer depth of 2.
- Summed over all routing layers, the global router reports a total usage of 0.151.
- According to the floorplan report, the die width is 94.2 um.
- The post-cts hold buffer count is 0, for reference.
- For this run, the leading register cell type out of synthesis is dfxtp_1.
- The cell count after synthesis is 356, for reference.
- The CTS buffer count is 9, for reference.
- The stat command in Yosys gives a chip area of 3400 um2.
- The clock reaches the later pin of the worst-skew pair after 0.33 ns.
- The flip-flop count of the largest register after layout is 26, for reference.
- The total of fill cells in the finished design is 763, for reference.
- In the CTS report, the clock slew at the register clock pins of the worst setup and hold paths is listed as 0.07 ns.
- Cell internal power was estimated by the tool at 0.854 mW.
- The worst hold path class is flop to flop, for reference.
- The violation count after the first detailed-routing iteration is 75, for reference.
- The largest vdd supply drop is 0.000167 V, for reference.
- The number of setup buffers added after CTS is 0, for reference.
- The placement report lists the number of port buffers as 4.
- The die boundary height is 94.2 um, for reference.
- Per the final layout report, the fraction of cells sized above drive strength 1 comes to 0.0705.
- Setup total negative slack on the finished layout was measured at 0 ns.
- The final number of hold-violating endpoints is 0, for reference.
- The number of cells reported by Yosys stat comes to 356.
- The flow ran to the end, and the final reports show no timing, DRC or antenna violations.
- In this run, post-CTS repair resized a total of 0 instances.
- The switching share of total power is 0.210, for reference.
- The layout-stage area growth over the synthesis result is 11.4%, for reference.
- The met2 usage is 0.217, for reference.
- In this run the core area contains 33 standard-cell rows.
- Averaged over all synthesized cells, the footprint is 9.54 um2.
- The placed instance area is 3590 um2, for reference.
- The via count of the first global-routing pass came to 2,226.
- The critical path buffer and inverter count is 2, for reference.
- For this run, design rule violations remaining after detail routing come to 0.
- TritonCTS built the clock tree.
- The clock tree root buffer cell is clkbuf_8, for reference.
- The via total after detailed routing is 2,448, for reference.
- The tally of yosys warning messages is 1, for reference.
- The chip area is 8870 um2, for reference.
- Walking the worst path, the cells encountered are inv_1 > ha_1 > nand2b_1 > a21oi_1 > o21ai_1 > o21ai_1 > inv_1 > ha_1 > nor2b_1 > o31ai_2 > a21oi_1 > or2_1 > o311ai_1.
- Data on the critical path arrives at its endpoint at 3.71 ns.
- The worst clock skew is 0.00588 ns, for reference.
- The placer's final routability congestion estimate is 0.841, for reference.
- The initial antenna violation count is 0, for reference.
- Summing over the stages, the warning tally comes to 26.
- The post-route antenna net violation count is 0, for reference.
- The area inside the core boundary is 8220 um2, for reference.
- Based on the critical path, the design can be clocked at up to 281 MHz.
- Of the available clock period, the critical path in the final layout requires 0.774.
- The register share of total power is 0.532, for reference.
- The final antenna diode tally reported by the flow is 0.
- STA classifies the critical path startpoint as a flop.
- The registers reported with the highest flop counts are hz_counter (26), pwm_counter (20), control (13).
- The total net switching power is 0.227 mW, for reference.
- Yosys mapped a number of flops with a built-in enable equal to 15.
- The number of H-tree levels is 3, for reference.
- The start point of the critical path is control[4], for reference.
- The worst min-delay path startpoint is clk_1hz, for reference.
- The final setup violation count is 0, for reference.
- The share of synthesized area in the top cell type comes to 0.283.
- The post-route standard cell area excluding fillers is 3780 um2, for reference.
- The synthesized netlist occupies a cell area of 3400 um2.
- The estimated wirelength of the detail-placed design is 4250 um, for reference.
- More flip-flops sit in one register than any other, and that register is hz_counter.
- The startpoint identified for the worst register-to-register timing path is control[4].
- The max-slew violation count is 0, for reference.
- The cell taking the most area after synthesis is dfxtp_1, for reference.
- The met1 global-route usage is 0.249, for reference.
- Setup repair after global routing left no endpoint under its margin.
- The data required time of the worst path is 4.75 ns, for reference.
- The total clock sinks is 63, for reference.
- The maximum number of pins on one net before global-route repair is 17, for reference.
- Summed over all layers, the routed wires come to 5820 um.
- The routed design could run at a clock period as short as 3.56 ns.
- Per the OpenROAD power report, leakage power amounts to 1.55 nW.
- The cell family contributing the most delay on the critical path is AND-OR/OR-AND gates.
- The worst setup path is of the flop to flop kind.
- Per the detail_route report, routed wire per instance is 11.9 um.
- The transition time of the tightest slew-check pin is 0.650 ns, for reference.
- The register bit total from synthesis is 63, for reference.
- Counting flops with an async set or reset pin after synthesis yields a share of 0.
- The part of the power in combinational logic is 0.038, for reference.
- The longest incremental delay of any stage on the critical path is reported as 0.47 ns.
- For this run the aggregate overflow at the end of global routing stands at 0.
- In this run, distinct cell masters in the synthesized netlist total 56.
- The global routing met3 resource utilization is 0.0288, for reference.
- According to the I/O placement log, the pin count is 5.
- On the critical path, the stage with the largest delay is an instance of o21ai_1.
- The share of total power dissipated in the clock network is 0.430.
- The endpoint type of the worst setup path is a flop, for reference.
- The share of the core filled by cells before placement is 0.413, for reference.
- The number of vias per cell after detailed routing is 5.02, for reference.
- Total power normalized to cell area comes to 286 nW/um2.
- The pre-antenna-repair detailed-routing pass consisted of 4 iterations.
- The sequential area share after synthesis is 0.415, for reference.
- The run reported a max-capacitance violation count of 0.
- The largest driver fanout on the critical path is 8, for reference.
- The max-slew headroom at the worst pin is 0.566, for reference.
- The first global-routing pass estimated 10,400 um of wire.
- By area the synthesized netlist is led by dfxtp_1, edfxtp_1, ha_1, xor2_1, xnor2_1.
- The most congested layer reported by global routing is met1, for reference.
power groups by stage:
stage     clock (mW)  sequential [mW]  combinational, mW
4_1_cts        0.481            0.575             0.0410
5_1_grt        0.506            0.575             0.0469
6_report       0.465            0.575             0.0408
placed cells by master, fill, tap and decap left out, types with 6 or more instances in the layout:
master,count
and3_1,9
edfxtp_1,15
clkbuf_8,10
xnor2_1,21
nor2b_1,7
nand4_1,6
ha_1,28
nand2_1,24
nand3_1,18
xor2_1,23
nor2_1,39
o21ai_0,9
a21oi_1,23
inv_1,12
conb_1,11
dfxtp_1,48
nor3_1,6
stage by stage:
stage               setup slack, ns  utilization  total power, mW  instances  hold WS (ns)
finish                         1.04        0.460             1.08        488         0.410
global route                  0.716        0.460             1.13        488         0.437
CTS                            1.01        0.460             1.10        488         0.413
detailed placement            0.894        0.437            0.628        473         0.400
global placement              0.982        0.437            0.628        473         0.403
floorplan                      1.53            -            0.618        366         0.371
path summary, 6_finish.rpt:
check                                    end  slack (ns)  cells after the start
worst min register to register  clk_1hz_prev        0.41                      0
worst max-delay path             control[13]        1.04                     13
worst min-delay path            clk_1hz_prev        0.41                      0
worst max register to register   control[13]        1.04                     13
layer usage:
layer,share of wire,vias up
met4,0.010,0
met1,0.53,1107
met5,0,-
met3,0.030,7
met2,0.43,28
li1,-,1306
worst register-to-register path, cell delays in order, from the launching register on:
cell and delay (ns):
edfxtp_1 0.46, inv_1 0.12, ha_1 0.20, nand2b_1 0.14, a21oi_1 0.15, o21ai_1 0.09
o21ai_1 0.47, inv_1 0.26, ha_1 0.39, nor2b_1 0.17, o31ai_2 0.26, a21oi_1 0.14
or2_1 0.25, o311ai_1 0.27
Yosys cell counts (2+ instances only):
| cell type | count |
|---|---|
| or4_1 | 2 |
| and2_1 | 2 |
| inv_1 | 12 |
| o211ai_1 | 2 |
| nand2b_1 | 5 |
| nor4_1 | 4 |
| o21ai_1 | 5 |
| a211oi_1 | 2 |
| dfxtp_1 | 48 |
| and4_1 | 3 |
| xnor2_1 | 21 |
| and3_1 | 9 |
| nor2_1 | 39 |
| o21ai_0 | 9 |
| a21oi_1 | 23 |
| nor2_2 | 3 |
| xor2_1 | 23 |
| nand3b_1 | 2 |
| nand3_1 | 18 |
| a21o_1 | 5 |
| nor3_1 | 6 |
| ha_1 | 28 |
| or3_1 | 2 |
| nand4b_1 | 2 |
| nand4_1 | 6 |
| clkbuf_1 | 2 |
| edfxtp_1 | 15 |
| nor2b_1 | 7 |
| nand2_1 | 24 |
kinds of logic after synthesis:
group,count (synthesis),share of synthesized area
DFF,63,0.415
other,1,0.00110
buffers and inverters,15,0.0188
AOI/OAI and AO/OA,59,0.110
and+or+nand+nor,145,0.232
xor gates and xnor gates,44,0.113
adders and majority gates,29,0.109
cell type report:
class                      instances  area (um2)  area share
clock buffer                      12         145      0.0384
clock inverter                     3        43.8      0.0116
inverter                          12        45.0      0.0119
multi-input combinational        288        1960       0.518
sequential                        63        1410       0.373
tap                              105         131      0.0347
timing repair buffer               5        47.5      0.0126
Power and IR drop assume default switching activity.
