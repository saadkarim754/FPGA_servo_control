==> flow/design.v <==
module dual_axis_servo_uart_single_rx(
    input clk50mhz,
    input uart_rx,
    output reg servo_pwm_out_x,
    output reg servo_pwm_out_y
);
    parameter CLK_FREQ = 50000000;
    parameter BAUD_RATE = 9600;
    parameter BAUD_TICK = CLK_FREQ / BAUD_RATE;
    reg [12:0] baud_cnt = 0;
    reg [3:0] bit_cnt = 0;
    reg [9:0] rx_shift = 10'b1111111111;
    reg receiving = 0;
    reg [7:0] rx_data = 8'd0;
    reg data_ready = 0;
    reg [7:0] x_target = 8'd128;
    reg [7:0] y_target = 8'd128;
    reg [7:0] x_position = 8'd128;
    reg [7:0] y_position = 8'd128;
    reg [15:0] smooth_cnt = 0;
    reg [19:0] pwm_cnt = 0;
    reg toggle_axis = 0;   
    always @(posedge clk50mhz) begin
        data_ready <= 0;
        if (!receiving) begin
            if (uart_rx == 0) begin
                receiving <= 1;
                baud_cnt <= BAUD_TICK / 2;
                bit_cnt <= 0;
            end
        end else begin
            if (baud_cnt == 0) begin
                baud_cnt <= BAUD_TICK - 1;
                rx_shift <= {uart_rx, rx_shift[9:1]};
                bit_cnt <= bit_cnt + 1;
                if (bit_cnt == 9) begin
                    receiving <= 0;
                    rx_data <= rx_shift[8:1];
                    data_ready <= 1;
                end
            end else begin
                baud_cnt <= baud_cnt - 1;
            end
        end
    end
    always @(posedge clk50mhz) begin
        if (data_ready) begin
            if (toggle_axis == 0) begin
                x_target <= rx_data;
            end else begin
                y_target <= rx_data;
            end
            toggle_axis <= ~toggle_axis;
        end
    end
    always @(posedge clk50mhz) begin
        if (smooth_cnt >= 16'd25000) begin
            smooth_cnt <= 0;
            if (x_position < x_target)
                x_position <= x_position + 1;
            else if (x_position > x_target)
                x_position <= x_position - 1;
            if (y_position < y_target)
                y_position <= y_position + 1;
            else if (y_position > y_target)
                y_position <= y_position - 1;
        end else begin
            smooth_cnt <= smooth_cnt + 1;
        end
    end
    always @(posedge clk50mhz) begin
        if (pwm_cnt >= 20'd999_999)
            pwm_cnt <= 0;
        else
            pwm_cnt <= pwm_cnt + 1;
    end
    wire [19:0] pulse_width_x = 20'd50000 + x_position * 20'd196;
    wire [19:0] pulse_width_y = 20'd50000 + y_position * 20'd196;
    always @(posedge clk50mhz) begin
        servo_pwm_out_x <= (pwm_cnt < pulse_width_x);
        servo_pwm_out_y <= (pwm_cnt < pulse_width_y);
    end
endmodule
==> flow/run.sh <==
#!/bin/bash
# OpenROAD 26Q1-2900-gdf79404cd8, Yosys 0.63+post, stock flow scripts
make -C /OpenROAD-flow-scripts/flow DESIGN_CONFIG=/design/flow/config.mk WORK_HOME=/design/flow/orfs finish
==> flow/config.mk <==
export PLATFORM = sky130hd
export DESIGN_NAME = dual_axis_servo_uart_single_rx
export DESIGN_NICKNAME = dual_axis_servo_uart_single_rx
export VERILOG_FILES = /design/flow/design.v
export SDC_FILE = /design/flow/constraint.sdc
export NUM_CORES = 4
export LEC_CHECK = 1
export CORE_UTILIZATION = 40
==> flow/constraint.sdc <==
current_design dual_axis_servo_uart_single_rx

set clk_period 8.5
set clk_io_pct 0.2

create_clock -name clk0 -period $clk_period [get_ports {clk50mhz}]

set non_clock_inputs [all_inputs -no_clocks]
set_input_delay [expr $clk_period * $clk_io_pct] -clock clk0 $non_clock_inputs
set_output_delay [expr $clk_period * $clk_io_pct] -clock clk0 [all_outputs]
==> flow_metrics.tcl <==
# flow metrics
set metrics [dict create \
    synth.distinct_cells 57 \
    antenna_found_initial 0 \
    min-delay-path-class "register to register" \
    max_freq_mhz 232.9 \
    cp_data_arrival_time_ns 4.57 \
    cts_root_buf "clkbuf_16" \
    yosys_cells 664 \
    cp-start-kind "register" \
    syn_area_um2 7114 \
    enable_flop_cells 67 \
    post_cts_buffers 0 \
    gp_congestion 0.8024 \
    syn_avg_cell_area_um2 10.71 \
    synth.largest_area_cell "edfxtp_1" \
    drive_gt1_frac 0.04846 \
    coreArea_um2 17360 \
    cts_made_buffers 9 \
    antenna_left 0 \
    wl_um 11000 \
    skew_ns 0.006741 \
    clock_path_buffers 2 \
    fin_util 0.4458 \
    io_buffer_count 3 \
    syn-instance-count 664 \
    hp-start "rx_shift[1]$_DFFE_PP_" \
    fin_crit_sh 0.5052 \
    yosysSeqAreaShare 0.3954 \
    yosys_area_um2 7114 \
    die_w_um 135.4 \
    tritoncts "done" \
    rows 48 \
    fillers 1587 \
    hold_depth 0 \
    yosysWarnings 1 \
    vias 4547 \
    route.met2.wl_um 4913 \
    path_cells "ha_1 > fa_1 > ha_1 > ha_1 > inv_1 > fa_1 > xnor2_1 > a21boi_0 > nand3_1 > xnor2_1 > ha_1 > a21o_1 > a21o_1 > a21oi_1 > o211ai_1 > a31oi_1" \
    h-tree-depth 3 \
    max_slew_margin 0.4961 \
    maxSlewViolCount 0 \
    hold_path_end "rx_data[0]$_DFFE_PP_" \
    path_common_cell "ha_1" \
    async_flop_share 0 \
    status "finished clean" \
    synthToLayoutAreaGrowth_pct 8.758 \
    final-setup-viol-count 0 \
    antenna_cells 0 \
    maxCapViolCount 0 \
    dr_wl_met3_um 376 \
    via_per_inst 5.019 \
    flop_cell "edfxtp_1" \
    dp_hpwl_um 8255 \
    die-area_um2 18320 \
    crit_fanout 6 \
    tightestPinTransition_ns 0.7550 \
    wl_per_cell_um 12.14 \
    cts_hold_buf 0 \
    finalCriticalPeriod_ns 4.294 \
    slowest_stage "edfxtp_1" \
    synth_top_cell_by_count "ha_1" \
    clock_sinks 107 \
    rrSetupSlack_ns 4.21 \
    grt_overflow 0 \
    die_y_um 135.4 \
    hold_viol 0 \
    drc 0 \
    first_pass_iters 4 \
    slowest_delay_ns 0.50 \
    grt_max_degree 21 \
    r2r_start "y_position[1]$_DFFE_PP_" \
    ios 4 \
    reg2reg_depth 16 \
    drt_first_iter_violations 160 \
    r2r_end "servo_pwm_out_y$_DFF_P_" \
    netlist.area_leader.share 0.2828 \
    path_clk_slew_ns 0.07 \
    rsz0062_at_grt "no" \
    synthTopCellsByArea "edfxtp_1 28%, ha_1 21%, dfxtp_1 11%" \
    wl_met1_um 5616 \
    fp_util 0.4099 \
    ys_ff 107 \
    grt_pass1_wl_um 19360 \
    cp_top_family "adder cells" \
    cts.repair.resized 0 \
    worst-setup-path-type "register to register" \
    cp_data_required_time_ns 8.77 \
    setup_tns_ns 0 \
    common_cells "118 x ha_1, 67 x edfxtp_1, 53 x nor2_1" \
    warnings 30 \
    top_layer "met4" \
    grt_pass1_vias 4306 \
    clk_latency_ns 0.35 \
    cp_num_buf_inv 1 \
    grt_use_total 0.1334 \
    end_kind "register" \
]
-- per-stage QoR --
stage	hold WS, ns	cell area (µm²)	std cells	setup WS (ns)
2_1_floorplan	0.4003	7114	664	4.499
3_3_place_gp	0.4028	7418	890	4.309
3_5_place_dp	0.4059	7418	890	4.213
4_1_cts	0.4351	7737	906	4.185
5_1_grt	0.4590	7737	906	3.944
6_report	0.4318	7737	906	4.206
-- kinds of logic after synthesis --
logic type | count (synthesis) | synth area share
AND-OR/OR-AND | 109 | 0.1029
flip-flops | 107 | 0.3954
AND/OR/NAND/NOR | 194 | 0.1467
adder cells (fa/ha/maj) | 126 | 0.2300
multiplexers | 1 | 0.001407
buffers and inverters | 47 | 0.02585
XOR/XNOR | 79 | 0.09726
other | 1 | 0.0005271
-- cells in the final DEF (no fill, tap or decap), types with 8 or more instances in the layout --
cell type,synthesis,routed
and3_1,9,9
clkbuf_16,0,9
inv_1,43,43
nor2_1,53,53
o21ai_0,15,15
a21o_1,18,18
nand4_1,16,16
edfxtp_1,67,67
dfxtp_1,40,40
ha_1,118,118
xnor2_1,41,41
nand2b_1,9,9
nand3_1,23,23
nand2_1,25,25
fa_1,8,8
xor2_1,38,38
a21oi_1,35,35
nor2b_1,20,20
-- final cells by class --
class | instances | area (µm²) | share of cell area
clock buffer | 9 | 225.2 | 0.02911
clock inverter | 7 | 93.84 | 0.01213
inverter | 43 | 161.4 | 0.02086
multi-input combinational | 510 | 4118 | 0.5322
sequential | 107 | 2813 | 0.3635
tap | 225 | 281.5 | 0.03638
timing repair buffer | 5 | 45.04 | 0.005821
-- state kept, by name, indices dropped and copies added (netlist names) --
signal	cells
servo_pwm_out_x	1
rx_shift	9
bit_cnt	4
rx_data	8
servo_pwm_out_y	1
toggle_axis	1
y_target	8
y_position	8
data_ready	1
receiving	1
baud_cnt	13
x_position	8
smooth_cnt	16
pwm_cnt	20
x_target	8
-- per-layer routing --
layer	GRT usage	up-vias
li1	-	2428
met1	0.2024	2056
met2	0.2103	57
met3	0.03169	6
met4	0.009363	0
met5	0	-
-- how the worst max path moves through the flow --
stage / from / end / slack, ns / cells past startpoint
CTS: y_position[1]$_DFFE_PP_ / servo_pwm_out_y$_DFF_P_ / 4.19 / 16
global route: y_position[1]$_DFFE_PP_ / servo_pwm_out_y$_DFF_P_ / 3.94 / 16
finish: y_position[1]$_DFFE_PP_ / servo_pwm_out_y$_DFF_P_ / 4.21 / 16
